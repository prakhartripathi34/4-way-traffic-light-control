==> flow/design.v <==
module  Traffic_Light_Controller_new(
    input clk,rst,
    output reg [2:0]light_path_left,           
    output reg [2:0]light_path_right,             
    output reg [2:0]light_straight,           
    output reg [2:0]light_back              
    );
    parameter  S_left=0, S_right=1, S_straight =2, S_back=3;
    reg [2:0] tme;
    reg[2:0] ps;
    parameter  sec_left=7,sec_right=5,sec_straight=4,sec_back=6;
    always @(posedge clk or posedge rst) begin
        if(rst==1)
        begin
            ps<=S_left;
            tme<=0;
        end
        else 
             case (ps)
                S_left  :if(tme<sec_left)
                            begin
                                ps<=S_left;
                                tme<=tme+1;
                            end
                            else
                            begin 
                                ps<=S_right;
                                tme<=0;
                            end
                S_right : if(tme<=sec_right)
                            begin
                                ps<=S_right;
                                tme<=tme+1;
                            end
                            else
                            begin 
                                ps<=S_straight;
                                tme<=0;
                            end
               S_straight : if(tme<=sec_straight)
                            begin
                                ps<=S_straight;
                                tme<=tme+1;
                            end
                            else
                            begin 
                                ps<=S_back;
                                tme<=0;
                            end
                S_back : if(tme<=sec_back)
                            begin
                                ps<=S_back;
                                tme<=tme+1;
                            end
                            else
                            begin 
                                ps<=S_left;
                                tme<=0;
                            end
                default: ps<=S_left;
             endcase
    end
    always @(ps) begin
               case(ps)
                    S_left:
                    begin
                       light_path_left=3'b001;
                       light_path_right=3'b010;
                       light_straight=3'b100;
                       light_back=3'b100;
                    end
                    S_right:
                    begin 
                       light_path_left=3'b100;
                       light_path_right=3'b001;
                       light_straight=3'b010;
                       light_back=3'b100;
                    end
                    S_straight:
                    begin
                       light_path_left=3'b100;
                       light_path_right=3'b100;
                       light_straight=3'b001;
                       light_back=3'b010;
                    end
                    S_back:
                    begin
                       light_path_left=3'b010;
                       light_path_right=3'b100;
                       light_straight=3'b100;
                       light_back=3'b001;
                    end
                    default:
                    begin 
                       light_path_left=3'b000;
                       light_path_right=3'b000;
                       light_straight=3'b000;
                       light_back=3'b000;
                    end
                    endcase
            end                
endmodule
==> flow/run.sh <==
#!/bin/bash
# OpenROAD 26Q1-2900-gdf79404cd8, Yosys 0.63+post, stock flow scripts
make -C /OpenROAD-flow-scripts/flow DESIGN_CONFIG=/design/flow/config.mk WORK_HOME=/design/flow/orfs finish
==> flow/config.mk <==
export PLATFORM = sky130hd
export DESIGN_NAME = Traffic_Light_Controller_new
export DESIGN_NICKNAME = Traffic_Light_Controller_new
export VERILOG_FILES = /design/flow/design.v
export SDC_FILE = /design/flow/constraint.sdc
export NUM_CORES = 4
export LEC_CHECK = 1
export CORE_AREA = 10 10 74 74
export DIE_AREA = 0 0 84 84
==> flow/constraint.sdc <==
current_design Traffic_Light_Controller_new

set clk_period 1.8
set clk_io_pct 0.2

create_clock -name clk0 -period $clk_period [get_ports {clk}]

set non_clock_inputs [all_inputs -no_clocks]
set_input_delay [expr $clk_period * $clk_io_pct] -clock clk0 $non_clock_inputs
set_output_delay [expr $clk_period * $clk_io_pct] -clock clk0 [all_outputs]
==> impl_metrics.yaml <==
# generated from flow reports
worst_setup_path:
  cp_top_family: "flip-flops"
  crit_arrival_ps: 1400
  crit_fanout: 4
  crit_path_start_kind: "flop"
  crit_path_top_delay_cell: "dfstp_2"
  cp_cell_sequence: "or2_1 > clkdlybuf4s50_1"
  slowest_delay_ps: 550
  path_buffers: 1
  critPathCaptureType: "output pin"
  required_ps: 1440
  worstSetupPathType: "flop to output pin"
sta:
  hold_viol_final: 0
  finalCriticalPeriod_ps: 1760
  rsz0062_at_grt: "false"
  slew_viol_final: 0
  clock_skew_ps: 5.34
  fin_tns_setup_ps: 0
  tightest_slew_ps: 478
  finalClockPeriodUsage_pct: 97.6
  finalSetupViolations: 0
  clock.fmax_mhz: 569
  slew_headroom_pct: 67.9
job:
  warnings: 27
  cap_violations: 0
grt:
  grt_util_all_layers_pct: 3.27
  grt_pass1_wl_mm: 1.96
  antenna_found_initial: 0
  grt.overflow.total: 0
  grt_pass1_vias: 384
  grt_start_max_net_pins: 10
route:
  drc: 0
  drtAntennaViolNets: 0
  drt-wirelength-per-cell_um: 10.3
  drt_iter0_markers: 12
  vias: 412
  wl_mm: 1.17
  dr.pass1.iters: 4
  diodes: 0
  viasPerCell: 3.61
pwr:
  p_per_area_nw_per_um2: 557
  p_leak_uw: 0.000275
  p_int_uw: 313
  seq_power_share_pct: 41.7
  power.switching_uw: 66.1
  finalPower_uw: 379
  combPwrFrac_pct: 1.4
  clockPowerShare_pct: 56.8
  swShare_pct: 17.4
  vdd_drop_max_mv: 0.379
die:
  ios: 14
  rows: 23
  dieHeight_um: 84
  die_x_um: 84
  dieArea_um2: 7060
  core_um2: 3970
  initCoreUtil_pct: 11.4
clock_tree:
  hold_buffers: 0
  cts_num_sinks: 7
  numCtsBuffers: 3
  cts.root.buffer_cell: "clkbuf_8"
  clock.latency.late_pin_ps: 220
  clock_path_buffers: 2
  clkTransAtPathRegs_ps: 40
  cts-htree-levels: 1
  cts_tree: "yes"
yosys:
  synth-seq-cells: 7
  synth_warnings: 1
  ys_cells: 53
  yosysSeqAreaShare_pct: 38.8
  syn_inst: 53
  syn_area_um2: 454
  yosys-stat-area_um2: 454
  ys_types: 26
  synth_area_per_cell_um2: 8.57
placement:
  placed_area_um2: 617
  dp.final_hpwl_um: 926
  gp_congestion: 0.841
  port_buffers: 13
layout:
  areaGrowthSynthToFinish_pct: 49.9
  final_area_um2: 681
  drive_above_1_share_pct: 18.8
run_status:
  outcome: "finished clean"
worst_hold_path:
  hp-class: "input pin to asynchronous set/reset pin"
-- stage by stage --
stage                     setup slack, ps  cells  hold WS, ps  utilization [%]
after floorplan                       407     53          163                -
after global placement                242    108          592             15.5
after detailed placement              227    108          588             15.5
after CTS                            23.9    114          390             17.0
after global routing                0.858    114          421             17.1
final                                42.3    114          379             17.1
-- kinds of logic after synthesis --
kind of cell	share of synthesized area [%]
flip-flops	38.8
AND-OR/OR-AND	20.1
adder cells (fa/ha/maj)	8.27
multiplexers	2.48
buffers and inverters	11.6
AND/OR/NAND/NOR	18.7
-- area by class of cell --
cell class                      instances  area (µm²)
Multi-Input combinational cell         32         225
Sequential cell                         7         180
Fill cell                             445        3290
Timing Repair Buffer                   15         145
Clock buffer                            4        45.0
Inverter                                6        22.5
Tap cell                               50        62.6
-- placed cells by master, fill, tap and decap left out, types with 2 or more instances in the layout --
cell	synthesis	routed
ha_1	3	3
buf_4	0	2
nor2_1	2	2
dfrtp_1	6	3
clkbuf_8	0	3
inv_1	5	5
o21ai_1	2	2
clkdlybuf4s50_1	0	13
nand2_1	4	4
a21oi_1	2	2
dfrtp_2	0	3
nand2b_1	2	2
or2_1	3	3
-- power by group through the flow --
stage	combinational [µW]	sequential (µW)	clock [µW]
after global routing	6.35	158	230
final	5.34	158	216
after CTS	5.62	158	219
-- worst register-to-register path, stage by stage, from the launching register on --
cell and delay (ps):
dfrtp_1 440, inv_1 110, ha_1 220, nand2b_1 170, o22a_1 230, a21oi_2 160
o21ai_1 90
-- cells in the mapped netlist (all sizes together) --
| library cell | count | area [µm²] |
|---|---|---|
| nand3 | 1 | 5.00 |
| nor4 | 1 | 6.26 |
| o21ai | 3 | 15.0 |
| a41o | 1 | 10.0 |
| a21o | 1 | 7.51 |
| clkbuf | 8 | 30.0 |
| o22a | 1 | 8.76 |
| nand2b | 2 | 12.5 |
| o31a | 1 | 8.76 |
| or2 | 3 | 18.8 |
| a21oi | 3 | 18.8 |
| inv | 6 | 22.5 |
| dfstp | 1 | 26.3 |
| nand2 | 4 | 15.0 |
| nor3b | 2 | 20.0 |
| mux2 | 1 | 11.3 |
| o22ai | 1 | 6.26 |
| ha | 3 | 37.5 |
| dfrtp | 6 | 150 |
| o41ai | 1 | 8.76 |
| o31ai | 1 | 7.51 |
| nor2 | 2 | 7.51 |
-- worst paths after layout --
path,startpoint,to,slack (ps),cells after the start
worst max-delay path,ps[0],light_straight[2],40,2
worst min-delay path,rst,tme[2],380,2
worst max register to register,tme[0],tme[1],260,6
worst min register to register,tme[1],tme[1],610,2
max in group asynchronous,rst,ps[0],1140,2
min in group clk0,tme[1],tme[1],610,2
-- registers in the layout, summed over array words and instances, names as in the netlist --
signal	count
ps	4
tme	3
-- routing by layer --
layer / track usage [%] / share of wire (%) / vias to the layer above
met2: 5.16 / 49 / 17
met3: 1.08 / 6.2 / 0
met4: 0.152 / 0 / 0
met5: 0 / 0 / -
met1: 4.43 / 45 / 196
li1: - / - / 199
-- timing repair --
action | CTS | global route
resized | 0 | 3
endpoints found under the setup margin | 1 | 3
pin swaps | 0 | 1
buffers inserted | 2 | 0
cloned | 0 | 0
No activity file was given, so power comes from the tool's default toggle rates.
